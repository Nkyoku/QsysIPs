**config.mk**
```make
export PLATFORM = sky130hd
export DESIGN_NAME = AvalonStUartBridge
export DESIGN_NICKNAME = AvalonStUartBridge
export VERILOG_FILES = /design/flow/design.v
export SDC_FILE = /design/flow/constraint.sdc
export NUM_CORES = 4
export LEC_CHECK = 1
export CORE_UTILIZATION = 30
export SYNTH_HDL_FRONTEND = slang
```
**constraint.sdc**
```tcl
current_design AvalonStUartBridge

set clk_period 4.6
set clk_io_pct 0.2

create_clock -name clk0 -period $clk_period [get_ports {clk}]

set non_clock_inputs [all_inputs -no_clocks]
set_input_delay [expr $clk_period * $clk_io_pct] -clock clk0 $non_clock_inputs
set_output_delay [expr $clk_period * $clk_io_pct] -clock clk0 [all_outputs]
```
**design.v**
```verilog
`timescale 1 ps / 1 ps
module AvalonStUartBridge
    #(
		parameter FULL_DUPLEX = 0,
        parameter INVERT_TXD_RXD = 0,
        parameter INVERT_OE = 0,
        parameter PRESCALER = 1
	) (
		input  wire       clk,                   
        input  wire       reset,                 
		output reg        sink_ready,            
		input  wire       sink_valid,            
		input  wire [7:0] sink_data,             
		input  wire       sink_startofpacket,    
		input  wire       sink_endofpacket,      
		input  wire       source_ready,          
		output reg        source_valid,          
		output reg  [7:0] source_data,           
		output reg        source_startofpacket,  
		output reg        source_endofpacket,    
        output reg        source_error,          
		output reg        uart_txd,              
		input  wire       uart_rxd,              
		output reg        uart_oe                
	);
    reg [$clog2(PRESCALER)-1:0] prescaler;
    wire clk_enable = (prescaler == 0) ? 1'b1 : 1'b0;
    always @(posedge clk, posedge reset) begin
        if (reset == 1'b1) begin
            prescaler <= '0;
        end
        else begin
            if (prescaler == (PRESCALER - 1)) begin
                prescaler <= '0;
            end
            else begin
                prescaler <= prescaler + 1;
            end
        end
    end
    reg tx_in_transaction;
    reg rx_in_transaction;
    reg [2:0] tx_prescaler;
    reg [9:0] tx_buffer;
    reg [3:0] tx_counter;
    reg tx_sop;
    reg tx_eop;
    always @(posedge clk, posedge reset) begin
        if (reset == 1'b1) begin
            uart_txd <= (INVERT_TXD_RXD == 0) ? 1'b1 : 1'b0;
            uart_oe <= (INVERT_OE == 0) ? 1'b0 : 1'b1;
            sink_ready <= 1'b1;
            tx_prescaler <= '0;
            tx_buffer <= '0;
            tx_counter <= '0;
            tx_sop <= 1'b0;
            tx_eop <= 1'b0;
            tx_in_transaction <= 1'b0;
        end
        else begin
            if (sink_valid & sink_ready) begin
                uart_txd <= (INVERT_TXD_RXD == 0) ? 1'b1 : 1'b0;
                tx_buffer <= {1'b1, sink_data, 1'b0};
                tx_counter <= 10;
                tx_prescaler <= '0;
                tx_sop <= 1'b1;
                tx_eop <= sink_endofpacket;
                sink_ready <= 1'b0;
            end
            else begin
                if ((FULL_DUPLEX != 0) | ~rx_in_transaction) begin
                    tx_in_transaction <= tx_in_transaction | tx_sop;
                    tx_sop <= 1'b0;
                end
                if (clk_enable & tx_in_transaction) begin
                    tx_prescaler <= tx_prescaler + 1;
                    if (tx_prescaler == 0) begin
                        if (0 < tx_counter) begin
                            uart_oe <= (INVERT_OE == 0) ? 1'b1 : 1'b0;
                            uart_txd <= (INVERT_TXD_RXD == 0) ? tx_buffer[0] : ~tx_buffer[0];
                            tx_buffer <= {1'b1, tx_buffer[9:1]};
                            tx_counter <= tx_counter - 1;
                        end
                        else begin
                            uart_oe <= (INVERT_OE == 0) ? 1'b0 : 1'b1;
                            uart_txd <= (INVERT_TXD_RXD == 0) ? 1'b1 : 1'b0;
                            tx_in_transaction <= tx_in_transaction & ~tx_eop;
                            tx_eop <= 1'b0;
                            sink_ready <= 1'b1;
                        end
                    end
                end
            end
        end
    end
    reg [2:0] rx_buffered_rxd;
    wire rx_filtered_rxd = (INVERT_TXD_RXD != 0) ^ ((rx_buffered_rxd[0] & rx_buffered_rxd[1]) | (rx_buffered_rxd[1] & rx_buffered_rxd[2]) | (rx_buffered_rxd[0] & rx_buffered_rxd[2]));
    reg [2:0] rx_prescaler;
    reg [3:0] rx_counter;
    reg [8:0] rx_buffer;
    reg rx_sop;
    reg rx_idle;
    reg rx_hold;
    reg rx_break_n;
    always @(posedge clk, posedge reset) begin
        if (reset == 1'b1) begin
            source_valid <= 1'b0;
            source_data <= '0;
            source_startofpacket <= 1'b0;
            source_endofpacket <= 1'b0;
            source_error <= 1'b0;
            rx_buffered_rxd <= (INVERT_TXD_RXD == 0) ? '1 : '0;
            rx_prescaler <= '0;
            rx_counter <= '0;
            rx_buffer <= '0;
            rx_in_transaction <= 1'b0;
            rx_sop <= 1'b0;
            rx_idle <= 1'b1;
            rx_hold <= 1'b0;
            rx_break_n <= 1'b1;
        end
        else begin
            rx_buffered_rxd[0] <= uart_rxd;
            if (clk_enable == 1'b1) begin
                rx_buffered_rxd[2:1] <= rx_buffered_rxd[1:0];
            end
            if (source_valid & source_ready) begin
                source_valid <= 1'b0;
                source_startofpacket <= 1'b0;
                source_endofpacket <= 1'b0;
            end
            if (clk_enable == 1'b1) begin
                if (((FULL_DUPLEX == 0) & tx_in_transaction) | ~rx_break_n) begin
                    rx_break_n <= rx_filtered_rxd;
                    rx_in_transaction <= 1'b0;
                    rx_idle <= 1'b1;
                    rx_hold <= 1'b0;
                end
                else begin
                    rx_prescaler <= rx_prescaler + 1;
                    if (rx_idle == 1'b1) begin
                        if (rx_prescaler == 0) begin
                            rx_counter <= rx_counter - 1;
                        end
                        if (~rx_filtered_rxd | ((rx_prescaler == 0) & (rx_counter == 0))) begin
                            rx_counter <= 0;
                            rx_prescaler <= 0;
                            rx_idle <= rx_filtered_rxd;
                            rx_in_transaction <= ~rx_filtered_rxd;
                            rx_sop <= ~rx_in_transaction;
                            rx_hold <= 1'b0;
                            if (rx_hold == 1'b1) begin
                                source_valid <= 1'b1;
                                source_data <= rx_buffer[7:0];
                                source_startofpacket <= rx_sop;
                                source_endofpacket <= rx_filtered_rxd | ~rx_buffer[8];
                                source_error <= ~rx_buffer[8];
                                rx_break_n <= rx_buffer[8];
                            end
                        end
                    end
                    else begin
                        if (rx_prescaler == 3) begin
                            rx_counter <= rx_counter + 1;
                            rx_buffer <= {rx_filtered_rxd, rx_buffer[8:1]};
                            if (9 <= rx_counter) begin
                                rx_idle <= 1'b1;
                                rx_hold <= 1'b1;
                            end
                        end
                    end
                end
            end
        end
    end
endmodule
```
**run.sh**
```bash
#!/bin/bash
# OpenROAD 26Q1-2900-gdf79404cd8, Yosys 0.63+post, stock flow scripts
make -C /OpenROAD-flow-scripts/flow DESIGN_CONFIG=/design/flow/config.mk WORK_HOME=/design/flow/orfs finish
```
==> results.txt <==
The run has ended; figures from its reports follow.

The xor-xnor portion of the synthesized cell area came out at 1.52%. The critical path's slowest stage uses the library cell sky130_fd_sc_hd__ha_1. The cell total in the yosys stat output came out at 258. The tree is rooted in a sky130_fd_sc_hd__clkbuf_8.

The critical path goes through inv_1 > ha_1 > and3b_1 > and3_1 > mux2_2. The post-synthesis compound-gate area fraction is 10.7%. The clock skew came out at 0.00456 ns.

The total I/O pin count is 30. The iteration tally of the first detailed-router pass came out at 4. After synthesis, the largest family of logic cells by area is simple AND/OR/NAND/NOR gates. According to the floorplan report, the placeable core area is 0.00924 mm². For this block, the via count after detailed routing is 1,889. The cell-mix breakdown from Yosys lists the simple-gate area share as 14.5%. The part of the Yosys area used for sequential elements came out at 53.4%. The static leakage is 0.00160 µW.

Checking max transition, the worst relative margin is 59.6%. The netlist uses 50 different library cells. In the final report, the number of pins over their slew limit comes to 0.

From bottom edge to top edge, the die measures 99.9 µm. The flip-flop cell with the highest count after synthesis is sky130_fd_sc_hd__dfrtp_1. The first global-routing pass estimated 8630 µm of wire. After floorplanning, the core was divided into 35 placement rows. Entering global routing, the biggest net connects 37 pins.

Data on the critical path is required at its endpoint by 4.82 ns. The area fraction of the largest cell type after synthesis is 47.0%. STA classifies the critical path endpoint as a flip-flop. In the layout the commonest cells are 54 x sky130_fd_sc_hd__dfrtp_1, 36 x sky130_fd_sc_hd__nand2_1, 28 x sky130_fd_sc_hd__clkdlybuf4s50_1, 19 x sky130_fd_sc_hd__inv_1, 18 x sky130_fd_sc_hd__nor2_1.

TritonCTS built the clock tree. By area the synthesized netlist is led by sky130_fd_sc_hd__dfrtp_1 47%, sky130_fd_sc_hd__dfstp_2 6.4%, sky130_fd_sc_hd__mux2_2 5.1%. In this run, synthesis inferred 0 flip-flops with an integrated enable.

Per the final layout report, the fraction of cells sized above drive strength 1 comes to 17.7%. The per-instance average area after synthesis came out at 11.1 µm². The number of buffers inserted for hold repair after clock tree synthesis came out at 0.

The number of routed nets with antenna violations is 0. Measured along the x axis, the die boundary spans 99.9 µm. The number of I/O port buffers came out at 28. Among logic cells in the layout, the one with the most instances is sky130_fd_sc_hd__dfrtp_1. The die outline area is 0.00998 mm². Once synthesis finished, the tally of register bits stood at 61.

The post-synthesis instance total is 258. The most critical min-delay path falls under flip-flop to flip-flop. The arrival time of data at the critical path endpoint came out at 2.61 ns. The multiplexer share of the synthesized area is 9.97%. The count of endpoints failing setup in the final report is 0. The timing report gives the clock slew at the launch and capture registers of the worst setup and hold paths as 0.06 ns.

For this run, the script counts the antenna cells in the layout as 0. In the global route stage, overall resource usage came out at 10.9%. The final count of hold timing violations is 0.

The layout-stage area growth over the synthesis result came out at 21.2%. The maximum vdd ir drop is 218 µV. The per-cell routed wire length is 11.3 µm.

The post-CTS setup buffer count is 0. The critical path is of the flip-flop to flip-flop type. The initial antenna violation count is 0. The H-tree depth reported by CTS is 3. STA classifies the critical path startpoint as a flip-flop. The number of global-route vias before repair is 1,887. The number of buffers created by CTS is 9. The portion of the clock cycle consumed by the worst path in the final layout is 51.9%. Looking at the critical path, the highest net fanout was 15. The adder and majority gate portion of the synthesized area came out at 5.27%. In this design, the largest share of critical-path delay is due to simple AND/OR/NAND/NOR gates. Counting I/O delays and the setup requirement, the final critical path takes 2.39 ns.

The power density over the cells came out at 427 mW/mm². The post-cts repair resize count is 0. The biggest area contributor in the post-synthesis netlist is sky130_fd_sc_hd__dfrtp_1. The violation tally recorded at the end of detailed-routing iteration 0 is 86. In this design, the stage delay of the slowest critical-path cell is 0.49 ns. The run finished with clean final reports. The worst slack at placement came out at 2.09 ns.

The transition time of the tightest slew-check pin came out at 0.605 ns. The maximum buffer depth of the clock tree is 2. For this run, the number of Yosys warnings is 0. The final weighted congestion in routability-driven placement is 0.772. The setup total negative slack came out at 0 ns. The yosys-reported design area after synthesis came out at 0.00287 mm². Together, buffers and inverters on the worst path number 1. The global-route congestion overflow total came out at 0. The async set or reset register ratio after synthesis came out at 100%.

The cell area that synthesis handed to floorplanning was 0.00287 mm². The script parses the final routing iteration and logs DRC violations as 0. The clock sink count came out at 61. The worst-skew pair later-pin latency is 0.33 ns. Setup repair after global routing left no endpoint under its margin.

The smallest setup slack after layout is 2.21 ns. The detailed placer's ending HPWL is 3210 µm. Per the timing report, the achievable frequency comes out to 419 MHz.

In this run the tools logged warnings totalling 31. The average vias per placed instance is 4.48. The post-detailed-routing wire length came out at 4760 µm. The count of max-cap constraint violations came out at 0.

For this configuration, the core starts out at a cell density of 31.1%.
==> path summary, 6_finish.rpt <==
path / start / depth (start not counted) / end / slack [ns]
max: prescaler[0] / 5 / rx_buffer[2] / 2.21
min: tx_buffer[9] / 1 / tx_buffer[9] / 0.48
max reg2reg: prescaler[0] / 5 / rx_buffer[2] / 2.21
min reg2reg: tx_buffer[9] / 1 / tx_buffer[9] / 0.48
max in group asynchronous: reset / 3 / rx_buffered_rxd[0] / 2.77
min in group asynchronous: reset / 2 / rx_buffer[1] / 0.94
==> worst register-to-register path: cells and delay by family (launching register included) <==
family        cells  cell delay, ns
mux               1            0.39
fa+ha+maj         1            0.49
simple gates      2            0.96
flops             1            0.36
buf+inv           1            0.08
==> final cells by class <==
type,instances,area [µm²]
fill,892,5760
sequential,61,1540
multi-input combinational,167,1200
timing repair buffer,30,295
tap,129,161
clock buffer,10,138
clock inverter,5,75.1
inverter,20,75.1
==> report_power, final <==
group	internal [µW]	leakage, µW	switching [µW]	total, µW
Sequential	628	0.000764	48.0	676
Combinational	141	0.000721	159	300
Clock	314	0.000112	197	510
Total	1080	0.00160	404	1490
==> cell usage after synthesis, types with 4 or more instances <==
master                     number
sky130_fd_sc_hd__a21oi_1        4
sky130_fd_sc_hd__a31oi_1       10
sky130_fd_sc_hd__buf_2          5
sky130_fd_sc_hd__clkbuf_1       4
sky130_fd_sc_hd__dfrtp_1       54
sky130_fd_sc_hd__dfstp_2        7
sky130_fd_sc_hd__ha_1          11
sky130_fd_sc_hd__inv_1         20
sky130_fd_sc_hd__mux2_2        13
sky130_fd_sc_hd__mux2_4         6
sky130_fd_sc_hd__mux2i_1        5
sky130_fd_sc_hd__nand2_1       36
sky130_fd_sc_hd__nand3_1        7
sky130_fd_sc_hd__nor2_1        18
sky130_fd_sc_hd__nor3_1         4
sky130_fd_sc_hd__o21ai_0        8
==> flip-flops by register name (all words and copies together) (netlist names), 3 cells and up <==
register         cells
rx_prescaler         3
source_data          8
tx_counter           4
tx_buffer           10
tx_prescaler         3
rx_buffer            9
rx_counter           4
rx_buffered_rxd      3
==> metal layers <==
metal,track usage (%),vias to the layer above,part of all wire [%]
met2,16.5,36,41
met1,16.6,891,52
met5,0,-,0
met4,1.47,0,1.6
met3,3.05,7,5.0
li1,-,955,-
==> per-stage QoR <==
| step | std cells | cell area (µm²) | utilization (%) | hold WS, ns | total power [µW] |
|---|---|---|---|---|---|
| finish | 422 | 3480 | 37.7 | 0.482 | 1490 |
| global route | 422 | 3480 | 37.7 | 0.495 | 1590 |
| CTS | 422 | 3480 | 37.7 | 0.481 | 1510 |
| detailed placement | 407 | 3270 | 35.4 | 0.456 | 989 |
| global placement | 407 | 3270 | 35.4 | 0.455 | 982 |
| floorplan | 258 | 2870 | - | 0.439 | 896 |
==> cell families (layout without fill, tap and decap cells) <==
logic type | Yosys count | in the layout
and+or+nand+nor | 85 | 85
DFF | 61 | 61
AOI/OAI and AO/OA | 41 | 41
buffers and inverters | 30 | 65
muxes | 24 | 24
adders and majority gates | 12 | 12
xor gates and xnor gates | 5 | 5
Power is estimated from default activity; no workload was simulated.
